$ cat design.v
`timescale 1ns / 1ps
module AXIS_to_UART
#(
    parameter CLK_FREQ = 100,        
    parameter BIT_RATE = 115200,     
    parameter BIT_PER_WORD = 8,      
    parameter PARITY_BIT = 0,        
    parameter STOP_BITS_NUM = 1      
)
(
    input  aclk, aresetn,
    input  [7:0] in_tdata,
    input  in_tvalid,
    output in_tready,
    output  [7:0] out_tdata,
    output  out_tuser,
    output  out_tvalid,
    input RX,
    output TX   
    );
    AXIS_to_UART_TX
    #(
        .CLK_FREQ(CLK_FREQ),       
        .BIT_RATE(BIT_RATE),    
        .BIT_PER_WORD(BIT_PER_WORD),     
        .PARITY_BIT(PARITY_BIT),       
        .STOP_BITS_NUM(STOP_BITS_NUM)    
    )
    TX_Block
    (
        .aclk(aclk), 
        .aresetn(aresetn),
        .tdata(in_tdata), 
        .tvalid(in_tvalid),
        .tready(in_tready),
        .TX(TX)  
    );
    UART_RX_to_AXIS
    #(
        .CLK_FREQ(CLK_FREQ),       
        .BIT_RATE(BIT_RATE),    
        .BIT_PER_WORD(BIT_PER_WORD),     
        .PARITY_BIT(PARITY_BIT),       
        .STOP_BITS_NUM(STOP_BITS_NUM)    
    )
    RX_Block
    (
        .aclk(aclk), 
        .aresetn(aresetn),
        .tdata(out_tdata), 
        .tuser(out_tuser),
        .tvalid(out_tvalid),
        .RX(RX)    
    );    
endmodule
`timescale 1ns / 1ps
module AXIS_to_UART_TX
#(
    parameter int CLK_FREQ = 100,        
    parameter int BIT_RATE = 115200,     
    parameter int BIT_PER_WORD = 8,      
    parameter int PARITY_BIT = 0,        
    parameter int STOP_BITS_NUM = 1      
)
(
    input  logic aclk, aresetn,
    input  logic [7:0] tdata,
    input  logic tvalid,
    output logic tready,
    output logic TX     
);
enum logic[2:0] {IDLE, START, DATA, PARITY, STOP1, STOP2} State, Next_State;
localparam int Cycle_per_Period = CLK_FREQ * (10**6) / BIT_RATE;
logic [17:0] Clk_Count;
logic Clk_Count_En, Clk_Count_Done;
logic [3:0] Bit_Count;
logic Bit_Count_Done;
logic [BIT_PER_WORD-1:0] Data;
logic Parity_Value, Uart_Out;
always_ff @(posedge aclk)
    if(!aresetn)
        Data <= 'b0;
    else if (tvalid && tready)
        Data <= tdata;
always_comb 
    unique case(PARITY_BIT) 
        0: Parity_Value = 'b0;
        1: Parity_Value = ~(^Data[BIT_PER_WORD-1:0]);   
        2: Parity_Value = ^Data[BIT_PER_WORD-1:0]; 
    endcase       
always_ff @(posedge aclk) begin
    if(!aresetn)
        Clk_Count <= 'b0;
    else if(Clk_Count_En) begin
        Clk_Count <= Clk_Count + 1;
        if (Clk_Count == Cycle_per_Period)
            Clk_Count <= 'b0;
    end    
end        
assign Clk_Count_Done = (Clk_Count == Cycle_per_Period) ? 1'b1 : 1'b0; 
always_ff @(posedge aclk) begin
    if(!aresetn)
        Bit_Count <= 'b0;
    else if(Clk_Count_Done && State == DATA) begin
        Bit_Count <= Bit_Count + 1;
        if (Bit_Count == BIT_PER_WORD-1)
            Bit_Count <= 'b0;
    end    
end        
assign Bit_Count_Done = (Bit_Count == BIT_PER_WORD-1 && Clk_Count_Done) ? 1'b1 : 1'b0; 
always_ff @(posedge aclk) begin
    if(!aresetn)
        TX <= 'b1;
    else 
        TX <= Uart_Out;        
end        
assign tready = (State == IDLE) ? 1'b1 : 1'b0;
always_ff @(posedge aclk) 
    if(!aresetn)
        State <= IDLE;
    else
        State <= Next_State;
always_comb
    unique case(State)
        IDLE: begin
            Clk_Count_En = 1'b0;
            Uart_Out = 1'b1;
        end
        START: begin
            Clk_Count_En = 1'b1;
            Uart_Out = 1'b0;
        end
        DATA: begin
            Clk_Count_En = 1'b1;
            Uart_Out = Data[Bit_Count];
        end
        PARITY: begin
            Clk_Count_En = 1'b1;
            Uart_Out = Parity_Value;
        end
        STOP1, STOP2: begin
            Clk_Count_En = 1'b1;
            Uart_Out = 1'b1;
        end
    endcase
always_comb
    unique case(State)
        IDLE:  
            Next_State = (tvalid) ? START : IDLE;
        START:  
            Next_State = (Clk_Count_Done) ? DATA : START; 
        DATA:  
            if (Bit_Count_Done)
                if (PARITY_BIT)
                    Next_State = PARITY;
                else
                    Next_State = STOP1;  
            else
                Next_State = DATA; 
        PARITY:  
            Next_State = (Clk_Count_Done) ? STOP1 : PARITY; 
        STOP1:  
            if (Clk_Count_Done)
                if (STOP_BITS_NUM == 1)
                    Next_State = IDLE;
                else
                    Next_State = STOP2;  
            else
                Next_State = STOP1; 
        STOP2:  
            Next_State = (Clk_Count_Done) ? IDLE : STOP2;        
    endcase
endmodule
`timescale 1ns / 1ps
module UART_RX_to_AXIS
#(
    parameter int CLK_FREQ = 100,        
    parameter int BIT_RATE = 115200,     
    parameter int BIT_PER_WORD = 8,      
    parameter int PARITY_BIT = 0,        
    parameter int STOP_BITS_NUM = 1      
)
(
    input  logic aclk, aresetn,
    output logic [7:0] tdata,
	output logic tuser, tvalid,
    input logic RX    
);
enum logic[2:0] {IDLE, START, DATA, PARITY, STOP1, STOP2, OUT_RDY} State, Next_State;
localparam int Cycle_per_Period = CLK_FREQ * (10**6) / BIT_RATE;
localparam int Cycle_per_Period_Half = Cycle_per_Period/2;
logic RX_Falling;
logic [1:0] RX_Falling_Reg;
logic [17:0] Clk_Count, Clk_Count_Max;
logic Clk_Count_En, Clk_Count_Done;
logic [3:0] Bit_Count;
logic Bit_Count_Done;
logic [BIT_PER_WORD-1:0] Data_Shift_Reg;
logic Parity_Err;
always_ff @(posedge aclk) begin
    if(!aresetn)
        RX_Falling_Reg <= 'b1;
    else
        RX_Falling_Reg <= {RX_Falling_Reg[0], RX};  
end        
assign RX_Falling = RX_Falling_Reg[1] & ~RX_Falling_Reg[0];      
always_ff @(posedge aclk) begin
    if(!aresetn)
        Clk_Count <= 'b0;
    else if(Clk_Count_En) begin
        Clk_Count <= Clk_Count + 1;
        if (Clk_Count == Clk_Count_Max)
            Clk_Count <= 'b0;
    end    
end        
assign Clk_Count_Done = (Clk_Count == Clk_Count_Max) ? 1'b1 : 1'b0; 
always_ff @(posedge aclk) begin
    if(!aresetn)
        Bit_Count <= 'b0;
    else if(Clk_Count_Done && State == DATA) begin
        Bit_Count <= Bit_Count + 1;
        if (Bit_Count == BIT_PER_WORD-1)
            Bit_Count <= 'b0;
    end    
end        
assign Bit_Count_Done = (Bit_Count == BIT_PER_WORD-1 && Clk_Count_Done) ? 1'b1 : 1'b0; 
always_ff @(posedge aclk) begin
    if(!aresetn)
        Data_Shift_Reg <= 'b0;
    else if(Clk_Count_Done && State == DATA) 
        Data_Shift_Reg <= {RX, Data_Shift_Reg[BIT_PER_WORD-1:1]};        
end        
assign tdata = Data_Shift_Reg;
assign tuser = Parity_Err;
assign tvalid = (State == OUT_RDY) ? 1'b1 : 1'b0;
always_ff @(posedge aclk) begin
    if(!aresetn)
        Parity_Err <= 'b0;
    else if(Clk_Count_Done && State == PARITY)
        unique case(PARITY_BIT) 
            0: Parity_Err <= 'b0;
            1: Parity_Err <= ~(^{Data_Shift_Reg[BIT_PER_WORD-1:0], RX});   
            2: Parity_Err <= ^{Data_Shift_Reg[BIT_PER_WORD-1:0], RX}; 
        endcase       
end        
always_ff @(posedge aclk) 
    if(!aresetn)
        State <= IDLE;
    else
        State <= Next_State;
always_comb
    unique case(State)
        IDLE, OUT_RDY: begin
            Clk_Count_En = 1'b0;
            Clk_Count_Max = Cycle_per_Period;
        end
        START: begin
            Clk_Count_En = 1'b1;
            Clk_Count_Max = Cycle_per_Period_Half;
        end
        DATA, PARITY, STOP1, STOP2: begin
            Clk_Count_En = 1'b1;
            Clk_Count_Max = Cycle_per_Period;
        end
    endcase
always_comb
    unique case(State)
        IDLE:  
            Next_State = (RX_Falling) ? START : IDLE;
        START:  
            Next_State = (Clk_Count_Done) ? DATA : START; 
        DATA:  
            if (Bit_Count_Done)
                if (PARITY_BIT)
                    Next_State = PARITY;
                else
                    Next_State = STOP1;  
            else
                Next_State = DATA; 
        PARITY:  
            Next_State = (Clk_Count_Done) ? STOP1 : PARITY; 
        STOP1:  
            if (Clk_Count_Done)
                if (STOP_BITS_NUM == 1)
                    Next_State = OUT_RDY;
                else
                    Next_State = STOP2;  
            else
                Next_State = STOP1; 
        STOP2:  
            Next_State = (Clk_Count_Done) ? OUT_RDY : STOP2;
        OUT_RDY:  
            Next_State = IDLE;
    endcase
endmodule
$ cat run.sh
#!/bin/bash
# OpenROAD 26Q1-2900-gdf79404cd8, Yosys 0.63+post, stock flow scripts
make -C /OpenROAD-flow-scripts/flow DESIGN_CONFIG=/design/flow/config.mk WORK_HOME=/design/flow/orfs finish
$ cat config.mk
export PLATFORM = sky130hd
export DESIGN_NAME = AXIS_to_UART
export DESIGN_NICKNAME = AXIS_to_UART
export VERILOG_FILES = /design/flow/design.v
export SDC_FILE = /design/flow/constraint.sdc
export NUM_CORES = 4
export LEC_CHECK = 1
export CORE_UTILIZATION = 50
$ cat constraint.sdc
current_design AXIS_to_UART

set clk_period 5.2
set clk_io_pct 0.2

create_clock -name clk0 -period $clk_period [get_ports {aclk}]

set non_clock_inputs [all_inputs -no_clocks]
set_input_delay [expr $clk_period * $clk_io_pct] -clock clk0 $non_clock_inputs
set_output_delay [expr $clk_period * $clk_io_pct] -clock clk0 [all_outputs]
==> out/qor.log <==
qor: clock_tree.cts_hold_repair.buffers 0
qor: setup_path.critPathSlowestCell dfxtp_1
qor: clock_tree.cts_made_buffers 9
qor: die.core_area 0.00646 mm2
qor: timing.finalMaxSlewViolations 0
qor: setup_path.critical_path_class reg2out
qor: setup_path.arrival_time_at_the_worst_endpoint 1.44 ns
qor: die.floorplan.rows 29
qor: routing.detailedRoute.firstIterationViolations 141
qor: clock_tree.tritoncts_clock_tree built
qor: routing.number_of_remaining_drc_errors 0
qor: flow_run.maxcap_viol_count 0
qor: setup_path.endpoint_kind output pin
qor: logic_synthesis.ys_ff 76
qor: setup_path.crit_family flip-flops
qor: logic_synthesis.enable_flop_cells 0
qor: logic_synthesis.share_of_the_yosys_chip_area_belonging_to_registers 44.7%
qor: flow_run.stage_log_warnings 27
qor: routing.routed_vias 2734
qor: logic_synthesis.number_of_distinct_library_cell_variants_in_the_gate_level_netlist_after_synthesis 51
qor: setup_path.max_stage_delay 0.57 ns
qor: die.top_level_ports 24
qor: clock_tree.clock_tree.buffer_depth 2
qor: setup_path.start_kind flip-flop
qor: finish.area_growth 12.6%
qor: setup_path.crit_chain clkdlybuf4s50_1
qor: logic_synthesis.synthDominantAreaCellType dfxtp_1
qor: global_route.wire_length_of_the_first_global_routing_pass 11100 um
qor: timing.setup_violations 0
qor: routing.ant_nets 0
qor: placement.finalWeightedCongestion 0.848
qor: power.power.density_cell_area 280 mW/mm2
qor: timing.clock-skew-final 0.00817 ns
qor: worst_hold_path.class_of_the_most_critical_hold_timing_path reg2reg
qor: clock_tree.cts.clk_slew.worst_paths 0.07 ns
qor: timing.fin_tns_setup 0 ns
qor: logic_synthesis.avgSynthCellArea 8.59 um2
qor: clock_tree.numClockSinks 76
qor: timing.setup_repair_after_global_routing_missed_its_margin no
qor: power.cellLeakagePower 1.34 nW
qor: timing.max_clock_freq 0.403 GHz
qor: clock_tree.cts_root_buffer clkbuf_8
qor: clock_tree.worst_skew_pair.late_latency 0.33 ns
qor: timing.timing.final.crit_period 2.48 ns
qor: finish.layout-drive-gt1-share 6.01%
qor: placement.post_dp_hpwl 4110 um
qor: status.outcome finished clean
qor: logic_synthesis.top_cells_by_area dfxtp_1, nand3_1, nand2_1, nor2_1, xnor2_1
qor: finish.fillerInstances 580
qor: timing.finalCritPeriodShare 47.7%
qor: global_route.grt.total_usage 19.1%
qor: die.die_y 84.5 um
qor: global_route.grt_pass1_vias 2415
qor: placement.port-buffer-count 22
qor: clock_tree.post_cts.resized_instances 0
qor: logic_synthesis.netlist_area 0.00340 mm2
qor: logic_synthesis.total_cells_reported_by_yosys_after_synthesis 396
qor: timing.finalHoldViolations 0
qor: power.peak_ir_drop_on_the_vdd_network 0.125 mV
qor: setup_path.crit_path_drt 4.16 ns
qor: logic_synthesis.ys_dominant_reg_cell dfxtp_1
qor: global_route.largest_net_degree_at_the_start_of_global_routing 71
qor: routing.detail_route.first_pass.iterations 4
qor: logic_synthesis.number_of_standard_cells_after_synthesis 396
qor: routing.route.detailed.vias_per_inst 5.55
qor: timing.timing.max_slew.rel_slack 42.4%
qor: die.fp_util 52.7%
qor: routing.route.final.wire_length 6260 um
qor: die.design.die.area 0.00714 mm2
qor: power.total_power_draw 0.00107 W
qor: routing.antenna_cells_inserted 0
qor: logic_synthesis.synth_chip_area 0.00340 mm2
qor: logic_synthesis.async_flop_share 0%
qor: finish.sequential_cell_area 0.00152 mm2
qor: global_route.antenna_found_initial 0
qor: setup_path.cp_num_buf_inv 1
qor: setup_path.crit_fanout 11
qor: die.die-width 84.5 um
qor: logic_synthesis.synthesis_warnings 2
qor: timing.worst-slew-pin-transition 0.859 ns
qor: logic_synthesis.synthDominantCellAreaShare 44.7%
qor: finish.logic_area 0.00176 mm2
qor: routing.routedWlPerCell 12.7 um
qor: clock_tree.postCtsSetupRepairBufs 0
qor: clock_tree.h-tree-depth 3
qor: global_route.grt.overflow.total 0
power by group:
part | switching (W) | internal, W
combinational | 0.0000268 | 0.0000239
sequential | 0.0000107 | 0.000593
clock | 0.000195 | 0.000223
layer usage:
layer	share of wire, %	GRT usage [%]
met5	0	0
met4	1.3	2.93
met3	3.4	2.29
met2	42	27.1
met1	53	33.0
cell type report:
type,instances,area share [%]
clock inverter,1,0.131
multi-input combinational,292,46.0
tap,77,2.51
inverter,9,0.881
clock buffer,14,4.77
timing repair buffer,24,6.01
sequential,76,39.7
synthesized netlist by cell type (11+ instances only):
cell type	number
xnor2_1	13
nand4_1	12
a21boi_0	12
nand2_1	47
xor2_1	13
nand3_1	38
nor2_1	39
dfxtp_1	76
and3_1	11
clkbuf_1	14
o21ai_0	19
through the flow:
stage	std cells	hold slack (ns)	worst slack (ns)	instance area [um2]	util (%)
2_1_floorplan	396	0.421	3.14	3400	-
3_3_place_gp	478	0.436	2.81	3640	56.4
3_5_place_dp	478	0.443	2.82	3640	56.4
4_1_cts	493	0.460	2.69	3830	59.3
5_1_grt	493	0.477	2.64	3830	59.3
6_report	493	0.457	2.72	3830	59.3
state kept, by name, indices dropped and copies added, names as in the netlist:
name / cells
RX_Block.Clk_Count: 18
TX_Block.State: 6
TX_Block.TX: 1
RX_Block.State: 7
TX_Block.Data: 8
RX_Block.Bit_Count: 4
RX_Block.Data_Shift_Reg: 8
TX_Block.Bit_Count: 4
RX_Block.RX_Falling_Reg: 2
TX_Block.Clk_Count: 18
placed cells by master (no fill, tap or decap), types with 9 or more instances in the layout:
| cell type | Yosys | final |
|---|---|---|
| a21boi_0 | 12 | 12 |
| a21oi_1 | 9 | 9 |
| and3_1 | 11 | 11 |
| clkbuf_8 | 0 | 13 |
| clkdlybuf4s50_1 | 0 | 21 |
| dfxtp_1 | 76 | 76 |
| inv_1 | 9 | 9 |
| nand2_1 | 47 | 47 |
| nand3_1 | 38 | 38 |
| nand4_1 | 12 | 12 |
| nor2_1 | 39 | 39 |
| o21ai_0 | 19 | 19 |
| xnor2_1 | 13 | 13 |
| xor2_1 | 13 | 13 |
path summary, 6_finish.rpt:
| kind | startpoint | to | slack (ns) | cells past startpoint |
|---|---|---|---|---|
| max | TX_Block.State[0]$_DFF_P_ | in_tready | 2.72 | 1 |
| min reg2reg | RX_Block.RX_Falling_Reg[0]$_SDFF_PN1_ | RX_Block.RX_Falling_Reg[1]$_SDFF_PN0_ | 0.46 | 1 |
| min | RX_Block.RX_Falling_Reg[0]$_SDFF_PN1_ | RX_Block.RX_Falling_Reg[1]$_SDFF_PN0_ | 0.46 | 1 |
| max reg2reg | TX_Block.Clk_Count[0]$_SDFFE_PN0P_ | TX_Block.Clk_Count[16]$_SDFFE_PN0P_ | 2.88 | 7 |
kinds of logic (layout without fill, tap and decap cells):
logic type,Yosys count,after routing,share of synthesized area (%)
muxes,5,5,2.21
other,1,1,0.110
buffers and inverters,28,48,3.49
AOI/OAI and AO/OA,62,62,11.8
and+or+nand+nor,193,193,29.2
xor gates and xnor gates,26,26,6.69
DFF,76,76,44.7
adders and majority gates,5,5,1.84
Power figures rest on the tool's default switching activity, not on a simulated workload.
